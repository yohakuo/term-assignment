<file path="flow/run.sh">
#!/bin/bash
# OpenROAD 26Q1-2900-gdf79404cd8, Yosys 0.63+post, stock flow scripts
make -C /OpenROAD-flow-scripts/flow DESIGN_CONFIG=/design/flow/config.mk WORK_HOME=/design/flow/orfs finish
</file>
<file path="flow/config.mk">
export PLATFORM = sky130hd
export DESIGN_NAME = dec_counter
export DESIGN_NICKNAME = dec_counter
export VERILOG_FILES = /design/flow/design.v
export SDC_FILE = /design/flow/constraint.sdc
export NUM_CORES = 4
export LEC_CHECK = 1
export CORE_UTILIZATION = 50
</file>
<file path="flow/constraint.sdc">
current_design dec_counter

set clk_period 2.2
set clk_io_pct 0.2

create_clock -name clk0 -period $clk_period [get_ports {clk}]

set non_clock_inputs [all_inputs -no_clocks]
set_input_delay [expr $clk_period * $clk_io_pct] -clock clk0 $non_clock_inputs
set_output_delay [expr $clk_period * $clk_io_pct] -clock clk0 [all_outputs]
</file>
<file path="flow/design.v">
`timescale 1ns/1ns
module dec_counter#(
    parameter DIG_WIDTH = 8
)(
    input                    clk,
    input                    rst,
    input                    enable_i,               
    output                   cout_o,
    output [DIG_WIDTH*4-1:0] count_o
);
    wire [DIG_WIDTH:0] cout;
    assign cout[0] = clk;
    assign cout_o = cout[DIG_WIDTH];
    genvar i;
    generate
    for(i=0;i<DIG_WIDTH;i=i+1) begin : CNT_GEN
        counter #(
            .WIDTH      (4),
            .DATA_MAX   (9)
        ) counter_i0 (
            .clk        (cout[i]),
            .rst        (rst),
            .pulse_i    (enable_i),
            .cout_o     (cout[i+1]),
            .count_o    (count_o[4*(i+1)-1:4*i])
        );
    end
    endgenerate
endmodule
`timescale 1ns/1ns
module counter #(
    parameter WIDTH    = 4,
    parameter DATA_MAX = 15
)(
    input                  clk,
    input                  rst,
    input                  pulse_i,
    output reg             cout_o,
    output reg [WIDTH-1:0] count_o
);
    localparam SIM_DELAY = 1;
    always @(posedge clk or posedge rst) begin
        if(rst) begin
            cout_o          <= #SIM_DELAY 0;
            count_o         <= #SIM_DELAY 0;
        end else if (pulse_i) begin
            if(count_o < DATA_MAX) begin
                cout_o      <= #SIM_DELAY 1'b0;
                count_o     <= #SIM_DELAY count_o + 1;
            end else begin
                cout_o      <= #SIM_DELAY 1'b1;
                count_o     <= #SIM_DELAY 0;
            end
        end
    end
endmodule 
</file>
==> flow_summary.json <==
{
  "ys_area_um2": 2210,
  "grt_pass1_wl_um": 6180,
  "rows": 23,
  "startpoint_type": "flop",
  "async_flop_share_pct": 100,
  "path_buffers": 1,
  "crit_path_end_kind": "output pin",
  "cts_buffer_depth": 2,
  "routed_via_density": 5.32,
  "drcViolationCount": 0,
  "power_leakage_nw": 1.31,
  "fill_cells": 312,
  "fp_util_pct": 53.7,
  "switching_share_pct": 33.7,
  "crit_required_ps": 1760,
  "drtAntennaViolNets": 0,
  "grt_max_degree": 57,
  "synthFlopType": "dfrtp_1",
  "fin_crit_sh_pct": 72.5,
  "ys_cells": 208,
  "max_slew_margin_pct": 60.6,
  "tool_warnings": 34,
  "ctsResizeCount": 0,
  "clock.fmax_ghz": 0.627,
  "synth_area_per_cell_um2": 10.6,
  "port_buffers": 35,
  "clkPwrFrac_pct": 22.0,
  "root_buffer": "clkbuf_8",
  "syn_inst": 208,
  "skew_ps": 6.28,
  "synth_seq_share_pct": 45.3,
  "insertion_delay_ps": 220,
  "grt-ovfl-total": 0,
  "numCtsBuffers": 3,
  "track_usage_pct": 17.7,
  "max-cap-violations": 0,
  "crit_chain": "clkdlybuf4s50_1",
  "cp_slowest_cell": "clkdlybuf4s50_1",
  "slew_viol_final": 0,
  "critical_path_class": "reg -> out",
  "syn_to_final_growth_pct": 18.5,
  "fp.dieW_um": 68.5,
  "total_power_mw": 0.782,
  "drt_first_pass_iters": 4,
  "yosysTopAreaCell": "dfrtp_1",
  "worst_pin_slew_ps": 591,
  "comb_power_share_pct": 44.1,
  "p_per_area_nw_per_um2": 298,
  "untimed_endpoints": 64,
  "hold_ws_ps": 467,
  "p_sw_mw": 0.263,
  "edf_count": 0,
  "clk_transition_reported_paths_ps": 40,
  "ir_drop_mv": 0.821,
  "fp.dieH_um": 68.5,
  "synth_top_cell_by_count": "dfrtp_1",
  "htree_levels": 1,
  "hpwl_um": 2720,
  "cts_tree": "yes",
  "hold_class": "in -> async",
  "area_leaders": "dfrtp_1 (45%), ha_1 (9.1%), mux2_4 (8.2%), nand2b_4 (5.0%), nand2_1 (4.1%)",
  "wl_per_cell_um": 12.5,
  "ctsHoldBuffers": 0,
  "core_um2": 4120,
  "p_int_mw": 0.518,
  "grt_pass1_vias": 1451,
  "antenna_found_initial": 1,
  "fin_setup_tns_ps": 0,
  "cp_max_fo": 7,
  "postCtsSetupBuffers": 0,
  "cp_top_family": "buffers and inverters",
  "drt-total-wl_um": 3650,
  "crit_path_max_incr_delay_ps": 500,
  "synth_flops": 40,
  "fin_crit_ps": 1600,
  "synthTopCellsByCount": "dfrtp_1 (40), nand2_1 (24), inv_1 (17), ha_1 (16)",
  "syn_area_um2": 2210,
  "grt_setup_unrepaired": "false",
  "top_area_share_pct": 45.3,
  "ioPinCount": 36,
  "dieArea_um2": 4690,
  "pwr-share-seq_pct": 34.0,
  "synth_cell_types": 21,
  "drt_iter0_markers": 75,
  "drive_gt1_share_pct": 13.6,
  "routabilityCongestion": 0.789,
  "vias": 1560,
  "crit_arrival_ps": 1160,
  "status": "completed",
  "ys_warn_count": 1,
  "hold_violations": 0,
  "unclocked_pins": 35,
  "setup_violations": 0
}
[cell usage in the layout, fill, tap and decap left out, drive strengths merged]
| cell | n |
|---|---|
| clkbuf | 4 |
| o22ai | 8 |
| diode | 1 |
| inv | 17 |
| nor2 | 8 |
| dfrtp | 40 |
| clkdlybuf4s50 | 34 |
| nand2b | 16 |
| nand4 | 8 |
| a21o | 8 |
| and2 | 8 |
| buf | 3 |
| ha | 16 |
| o21ai | 16 |
| a21oi | 8 |
| nand3 | 8 |
| mux2 | 16 |
| nand2 | 24 |
[power by group through the flow]
stage	clock, mW	sequential (mW)	combinational (mW)
5_1_grt	0.183	0.279	0.391
6_report	0.172	0.266	0.344
4_1_cts	0.173	0.266	0.348
[sequential cells by signal (all words and copies together) (netlist names)]
register and count:
CNT_GEN.counter_i0.count_o 32, CNT_GEN.counter_i0.cout_o 8
[final timing paths]
check | startpoint | slack, ps | depth (start not counted) | end
min reg2reg | CNT_GEN[0].counter_i0.count_o[2] | 540 | 1 | CNT_GEN[0].counter_i0.count_o[2]
max | CNT_GEN[0].counter_i0.count_o[3] | 600 | 1 | count_o[3]
max in group asynchronous | rst | 1520 | 2 | CNT_GEN[0].counter_i0.count_o[1]
min | rst | 470 | 2 | CNT_GEN[0].counter_i0.count_o[2]
min in group clk0 | CNT_GEN[0].counter_i0.count_o[2] | 540 | 1 | CNT_GEN[0].counter_i0.count_o[2]
max reg2reg | CNT_GEN[0].counter_i0.count_o[0] | 870 | 5 | CNT_GEN[0].counter_i0.cout_o
[routing by layer]
layer  GRT usage (%)  wire length (um)
met3            3.72               177
met1            26.3              1770
met4           0.521                 0
met2            29.0              1710
met5               0                 0
[final cells by class]
| class | instances | area [um2] | area share (%) |
|---|---|---|---|
| antenna | 1 | 2.50 | 0.0956 |
| tap | 50 | 62.6 | 2.39 |
| multi-input combinational | 144 | 1080 | 41.4 |
| clock buffer | 4 | 45.0 | 1.72 |
| inverter | 17 | 63.8 | 2.44 |
| timing repair buffer | 37 | 360 | 13.8 |
| sequential | 40 | 1000 | 38.2 |
[kinds of logic after synthesis]
logic type               count (synthesis)  synth area share, %
adder cells (fa/ha/maj)                 16                 9.06
buffers and inverters                   24                 5.66
AND-OR/OR-AND                           40                 10.4
flip-flops                              40                 45.3
AND/OR/NAND/NOR                         72                 19.4
multiplexers                            16                 10.2
[through the flow]
step	utilization, %	setup slack, ps	cell area [um2]	instances
detailed placement	62.5	833	2570	288
global placement	62.5	863	2570	288
finish	63.6	605	2620	293
global route	63.6	550	2620	292
floorplan	-	842	2210	208
CTS	63.6	607	2620	292
Power and IR drop assume default switching activity.

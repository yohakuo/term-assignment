==> /design/flow/design.v <==
`timescale 1ns/1ns
module counter #(
    parameter WIDTH    = 4,
    parameter DATA_MAX = 15
)(
    input                  clk,
    input                  rst,
    input                  pulse_i,
    output reg             cout_o,
    output reg [WIDTH-1:0] count_o
);
    localparam SIM_DELAY = 1;
    always @(posedge clk or posedge rst) begin
        if(rst) begin
            cout_o          <= #SIM_DELAY 0;
            count_o         <= #SIM_DELAY 0;
        end else if (pulse_i) begin
            if(count_o < DATA_MAX) begin
                cout_o      <= #SIM_DELAY 1'b0;
                count_o     <= #SIM_DELAY count_o + 1;
            end else begin
                cout_o      <= #SIM_DELAY 1'b1;
                count_o     <= #SIM_DELAY 0;
            end
        end
    end
endmodule 
`timescale 1ns/1ns
module freq_div #(
    parameter DIV_RATE_2N = 10
)(
    input      clk_in_i,
    input      rst_i,
    output reg clk_out_o
);
    localparam SIM_DELAY = 1;
    localparam CNT_WIDTH = $clog2(DIV_RATE_2N);
    reg [CNT_WIDTH-1:0] counter;
    always @(posedge clk_in_i or posedge rst_i) begin
        if(rst_i) begin
            counter         <= #SIM_DELAY 0;
            clk_out_o       <= #SIM_DELAY 0;
        end else begin
            if(counter < DIV_RATE_2N/2-1) begin
                counter     <= #SIM_DELAY counter + 1;
            end else begin
                counter     <= #SIM_DELAY 0;
                clk_out_o   <= #SIM_DELAY ~clk_out_o;
            end
        end
    end
endmodule 
`timescale 1ns/1ns
module key_db #(
    parameter RST_VALUE   = 1'b0,
    parameter CLK_FREQ_Hz = 27000000
)(
    input       clk,
    input       rst,
    input       key_i,
    output      key_db_o
);
wire clk_100Hz;
    freq_div #(
        .DIV_RATE_2N (CLK_FREQ_Hz/100)
    ) freq_div_i (
        .clk_in_i    (clk),
        .rst_i       (rst),
        .clk_out_o   (clk_100Hz)
    );
    wire [2:0] samples;    
    shift_reg #(
        .WIDTH       (3),
        .INIT_VALUE  ({3{RST_VALUE[0]}})
    ) shift_reg_i (
        .clk         (clk_100Hz),
        .rst         (rst),
        .load_i      (1'b0),
        .load_data_i (3'h0),
        .reg_in_i    (key_i),
        .reg_out_o   (samples[2:0])
    );
    assign key_db_o = RST_VALUE ? |samples[2:0] : &samples[2:0];
endmodule 
`timescale 1ns/1ns
module pwm_ctrl(
    input         clk,
    input         rst,
    input         enable_i,
    input  [15:0] thres_i,
    output        pwm_o
);
    wire [15:0] count;
    counter #(
        .WIDTH       (16),
        .DATA_MAX    (16'hffff)
    ) counter_i (
        .clk         (clk),
        .rst         (rst),
        .pulse_i     (1'b1),
        .cout_o      (),
        .count_o     (count[15:0])
    );
    assign pwm_o = (count[15:0] < thres_i[15:0]) ? 1'b1 : 1'b0;
endmodule 
`timescale 1ns/1ns
module pwm_demo(
    input  clk,
    input  rst_n,
    input  key_i,
    output led_o
);
    wire rst = ~rst_n;
    wire key_db;
    key_db key_db_i(
        .clk         (clk),
        .rst         (rst),
        .key_i       (key_i),
        .key_db_o    (key_db)
    );
    wire [3:0] thres;
    counter #(
        .WIDTH       (4),
        .DATA_MAX    (15)
    ) counter_i (
        .clk         (key_db),
        .rst         (rst),
        .pulse_i     (1'b1),
        .cout_o      (),
        .count_o     (thres[3:0])
    );
    pwm_ctrl pwm_ctrl_i(
        .clk        (clk),
        .rst        (rst),
        .enable_i   (1'b1),
        .thres_i    ({thres[3:0], 12'hfff}),
        .pwm_o      (led_o)
    );
endmodule 
`timescale 1ns/1ns
module shift_reg #(
    parameter DIRECTION  = "LEFT",
    parameter WIDTH      = 9,
    parameter INIT_VALUE = 9'h1
)(
    input                  clk,
    input                  rst,
    input                  load_i,
    input      [WIDTH-1:0] load_data_i,
    input                  reg_in_i,
    output reg [WIDTH-1:0] reg_out_o
);
    localparam SIM_DELAY = 1;
    always @(posedge clk or posedge rst or posedge load_i) begin
        if(rst) begin
            reg_out_o <= #SIM_DELAY INIT_VALUE;
        end else if(load_i) begin
            reg_out_o <= #SIM_DELAY load_data_i;
        end else begin
            reg_out_o <= #SIM_DELAY DIRECTION == "LEFT" ? {reg_out_o[WIDTH-2:0], reg_in_i} : {reg_in_i, reg_out_o[WIDTH-1:1]};
        end
    end
endmodule 
==> /design/flow/run.sh <==
#!/bin/bash
# OpenROAD 26Q1-2900-gdf79404cd8, Yosys 0.63+post, stock flow scripts
make -C /OpenROAD-flow-scripts/flow DESIGN_CONFIG=/design/flow/config.mk WORK_HOME=/design/flow/orfs finish
==> /design/flow/config.mk <==
export PLATFORM = sky130hd
export DESIGN_NAME = pwm_demo
export DESIGN_NICKNAME = pwm_demo
export VERILOG_FILES = /design/flow/design.v
export SDC_FILE = /design/flow/constraint.sdc
export NUM_CORES = 4
export LEC_CHECK = 1
export CORE_UTILIZATION = 40
==> /design/flow/constraint.sdc <==
current_design pwm_demo

set clk_period 3.6
set clk_io_pct 0.2

create_clock -name clk0 -period $clk_period [get_ports {clk}]

set non_clock_inputs [all_inputs -no_clocks]
set_input_delay [expr $clk_period * $clk_io_pct] -clock clk0 $non_clock_inputs
set_output_delay [expr $clk_period * $clk_io_pct] -clock clk0 [all_outputs]
==> job_summary.md <==
## PnR job results

| Metric | Value |
|---|---|
| Reg clk slew, reported paths | 0.08 ns |
| Vias | between 1000 and 1500 |
| Post-cts repair resize count | 0 |
| Number of antenna violations at the first check in global routing | 0 |
| Leak | between 0.9 and 1 nW |
| Critical Path RT | roughly 2.9 ns |
| Residual DRC | 0 |
| Post-Syn Area | ~0.0021 mm^2 |
| Final HPWL DP | ~2300 um |
| Synth Warn # | 5 |
| CTS buffer count | 5 |
| Top cell excl fill/tap | dfrtp_1 |
| Worst vdd ir | 0.0002945 V |
| Maximum clock frequency | 0.3696 GHz |
| MaxCap Viol Count | 0 |
| Max-area cell share | around half |
| Core area | between 0.004 and 0.005 mm^2 |
| Vias in the first global route | ~1300 |
| Period minus WS final | around 2.7 ns |
| Most frequent cells in the layout | 43 x dfrtp_1, 16 x nor2_1, 14 x nand3_1, 14 x xnor2_1, 13 x xor2_1 |
| Die ar. | 0.005485 mm^2 |
| Yosys cell count | approximately 190 |
| Htree depth | 2 |
| Clock root cell | clkbuf_8 |
| Gr ovfl total | 0 |
| Die Span Y | 74.06 um |
| Final non-filler cell total | around 270 |
| OpenROAD warning count | 25 |
| Placed Cells | 262 |
| Cells taking the most area after synthesis | dfrtp_1 52%, xnor2_1 5.9%, xor2_1 5.5%, ha_1 4.2%, nand3_1 3.4% |
| Post-synth seq share | 51.81% |
| Endpoints left unconstrained | 7 |
| Crit path kind | flip-flop to output port |
| Status | finished, final reports clean |
| Yosys Chip Area | about 0.0021 mm^2 |
| Diodes inserted | 0 |
| Post-layout period usage | about three quarters |
| Worst Setup End Kind | output port |
| Hold_buf cts | 0 |
| Final-report setup violation count | 0 |
| CP startpoint kind | flip-flop |
| Largest net degree at the start of global routing | 35 |
| Register pins left without a clock | 7 |
| Crit-path max FO | 4 |
| Layout cells sized above 1 | 12.81% |
| Max Slew Vio Count | 0 |
| Post-Syn Area per Cell | approximately 11 um^2 |
| Via density | between 5 and 6 |
| Initial DRC Count | 62 |
| Unrepaired setup endpoints after global routing | false |
| Tot Pwr | between 0.8 and 0.9 mW |
| Place WS | around 1.2 ns |
| Normalized max-slew margin | a little over three fifths |
| Netlist cell types | 37 |
| Die width | 74.06 um |
| I/O Pins | 4 |
| Global-route wire length before repair | slightly below 6000 um |
| Fp_density | 42.84% |
| CP arrival | approximately 2.0 ns |
| DR WL/cell | roughly 12 um |
| Hold Vio Cnt, Final | 0 |
| Setup WS post-layout | between 0.8 and 0.9 ns |
| Leading area contributor after synthesis | dfrtp_1 |
| Area grow syn2layout | 10.78% |
| Worst reg-to-reg setup slack | roughly 1.7 ns |
| Gate Count Post-Synth | roughly 190 |
| CTS tree | built |
| # rows | 25 |
| Total GRT Usage | around 14% |
| Post-CTS setup buffers | 0 |
| Port Buf Inserts | 3 |
| Layout Skew | ~0.0085 ns |
| TNS Setup | 0 ns |
| Pwr per Cell Area | ~380 mW/mm^2 |
| Clk latency of the worst-skew pair | ~0.29 ns |
| Final ANT Viol Nets | 0 |
| CTS Buffer Depth | 2 |
| Hold WC Path Type | primary input to async pin |
| Flops after synth | approximately 43 |
| Total wire length | approximately 3300 um |
| Drt first pass iters | 4 |
| Routability congestion estimate | 0.8034 |
| Actual slew at the worst max-slew pin | roughly 0.56 ns |
-- sequential cells by signal, indices dropped and copies added, names as in the netlist --
| signal | flops |
|---|---|
| key_db_i.freq_div_i.counter | 19 |
| key_db_i.freq_div_i.clk_out_o | 1 |
| counter_i.count_o | 4 |
| pwm_ctrl_i.counter_i.count_o | 16 |
| key_db_i.shift_reg_i.reg_out_o | 3 |
-- metal layers --
layer  up-vias  global-route usage [%]  part of all wire (%)
met5         -                       0                     0
met4         0                   2.778                   1.7
met3         7                   2.885                   2.5
met2        14                   21.52                    46
met1       672                   21.44                    50
li1        698                       -                     -
-- power breakdown --
part | internal [mW] | switching [mW] | total [mW]
Sequential | 0.446 | 0.0265 | 0.473
Combinational | 0.0259 | 0.0358 | 0.0617
Clock | 0.205 | 0.144 | 0.348
Total | 0.677 | 0.206 | 0.883
-- cells in the mapped netlist --
cell,n
a2111oi_0,1
a211oi_1,1
a21o_1,1
a21oi_1,6
a31o_2,1
a31oi_1,2
and3_1,5
and4_1,5
buf_6,1
conb_1,1
dfrtp_1,43
ha_1,7
inv_1,8
nand2_1,12
nand3_1,14
nand4_1,5
nor2_1,16
nor2_2,9
nor2_4,1
nor2b_1,1
nor3_1,5
nor3_2,1
nor3b_1,1
nor4_1,3
nor4b_1,1
o21a_1,1
o21ai_0,2
o2bb2ai_1,1
o31ai_1,2
o31ai_4,1
o32ai_4,1
o41ai_1,1
or3_1,1
or4_1,2
or4_4,1
xnor2_1,14
xor2_1,13
-- worst max-delay path, cell delays in order (launching register included) --
cell	delay (ns)
dfrtp_1	0.41
ha_1	0.30
a21o_1	0.16
a21oi_1	0.14
o31ai_1	0.09
a21oi_1	0.14
clkdlybuf4s50_1	0.47
-- logic make-up after synthesis --
| family | share of synthesized area (%) |
|---|---|
| AND-OR/OR-AND | 8.374 |
| adder cells (fa/ha/maj) | 4.217 |
| AND/OR/NAND/NOR | 22.05 |
| buffers and inverters | 1.988 |
| other | 0.1805 |
| flip-flops | 51.81 |
| XOR/XNOR | 11.39 |
-- worst paths after layout --
path,depth (start not counted),startpoint,to
max,6,pwm_ctrl_i.counter_i.count_o[13]$_DFF_PN0_,led_o
min,1,rst_n,pwm_ctrl_i.counter_i.count_o[14]$_DFF_PN0_
max reg2reg,5,key_db_i.freq_div_i.counter[2]$_DFF_PN0_,key_db_i.freq_div_i.counter[2]$_DFF_PN0_
min reg2reg,1,key_db_i.freq_div_i.counter[0]$_DFF_PN0_,key_db_i.freq_div_i.counter[0]$_DFF_PN0_
max in group asynchronous,2,rst_n,pwm_ctrl_i.counter_i.count_o[8]$_DFF_PN0_
min in group clk0,1,key_db_i.freq_div_i.counter[0]$_DFF_PN0_,key_db_i.freq_div_i.counter[0]$_DFF_PN0_
-- through the flow --
stage                     hold WS (ns)  area, um^2  util [%]
after floorplan                 0.4244        2077         -
after global placement          0.4537        2190     45.16
after detailed placement        0.4669        2190     45.16
after CTS                       0.2752        2301     47.46
after global routing            0.2711        2301     47.46
final                           0.2771        2301     47.46
-- final cells by class --
type / count / area, um^2
repair buffers: 5 / 40.04
clock inverters: 3 / 42.54
multi-input cells: 139 / 959.7
fillers: 426 / 2547
clock buffers: 5 / 68.82
well taps: 67 / 83.83
inverters: 8 / 30.03
flip-flops and latches: 43 / 1076
No activity file was given, so power comes from the tool's default toggle rates.
